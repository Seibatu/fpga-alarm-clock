==> /design/flow/design.v <==
`timescale 1ns / 1ps
module binaryBCD(
    input [5:0] minutes,
    input [4:0] hours,
    input [5:0] alarm_minutes,
    input [4:0] alarm_hours,
    output reg [7:0] bcd_minutes,   
    output reg [7:0] bcd_hours,     
    output reg [7:0] alarm_bcd_minutes,  
    output reg [7:0] alarm_bcd_hours     
);
    integer i;
    reg [13:0] shift_reg_minutes, shift_reg_alarm_minutes;   
    reg [12:0] shift_reg_hours, shift_reg_alarm_hours;     
    always @(*) begin
        shift_reg_minutes = 14'b0;
        shift_reg_minutes[5:0] = minutes;
        for (i = 0; i < 6; i = i + 1) begin
            if (shift_reg_minutes[9:6] >= 5)
                shift_reg_minutes[9:6] = shift_reg_minutes[9:6] + 3;
            if (shift_reg_minutes[13:10] >= 5)
                shift_reg_minutes[13:10] = shift_reg_minutes[13:10] + 3;
            shift_reg_minutes = shift_reg_minutes << 1;
        end
        bcd_minutes = {shift_reg_minutes[13:10], shift_reg_minutes[9:6]};
        shift_reg_hours = 13'b0;
        shift_reg_hours[4:0] = hours;
        for (i = 0; i < 5; i = i + 1) begin
            if (shift_reg_hours[8:5] >= 5)
                shift_reg_hours[8:5] = shift_reg_hours[8:5] + 3;
            if (shift_reg_hours[12:9] >= 5)
                shift_reg_hours[12:9] = shift_reg_hours[12:9] + 3;
            shift_reg_hours = shift_reg_hours << 1;
        end
        bcd_hours = {shift_reg_hours[12:9], shift_reg_hours[8:5]};
        shift_reg_alarm_minutes = 14'b0;
        shift_reg_alarm_minutes[5:0] = alarm_minutes;
        for (i = 0; i < 6; i = i + 1) begin
            if (shift_reg_alarm_minutes[9:6] >= 5)
                shift_reg_alarm_minutes[9:6] = shift_reg_alarm_minutes[9:6] + 3;
            if (shift_reg_alarm_minutes[13:10] >= 5)
                shift_reg_alarm_minutes[13:10] = shift_reg_alarm_minutes[13:10] + 3;
            shift_reg_alarm_minutes = shift_reg_alarm_minutes << 1;
        end
        alarm_bcd_minutes = {shift_reg_alarm_minutes[13:10], shift_reg_alarm_minutes[9:6]};
        shift_reg_alarm_hours = 13'b0;
        shift_reg_alarm_hours[4:0] = alarm_hours;
        for (i = 0; i < 5; i = i + 1) begin
            if (shift_reg_alarm_hours[8:5] >= 5)
                shift_reg_alarm_hours[8:5] = shift_reg_alarm_hours[8:5] + 3;
            if (shift_reg_alarm_hours[12:9] >= 5)
                shift_reg_alarm_hours[12:9] = shift_reg_alarm_hours[12:9] + 3;
            shift_reg_alarm_hours = shift_reg_alarm_hours << 1;
        end
        alarm_bcd_hours = {shift_reg_alarm_hours[12:9], shift_reg_alarm_hours[8:5]};
    end
endmodule
`timescale 1ns / 1ps
module clkDivider #(parameter integer N = 100_000_000) (
    input clk, 
    input rst, 
    output reg slw_clk
);
    reg [$clog2(N/2)-1:0] cnt_tmp;
    always @(posedge clk or posedge rst) begin
        if (rst) begin
            cnt_tmp  <= 0;
            slw_clk  <= 0;
        end
        else if (cnt_tmp == (N/2)-1) begin
            slw_clk  <= ~slw_clk;
            cnt_tmp  <= 0;
        end
        else begin
            cnt_tmp  <= cnt_tmp + 1;
        end
    end
endmodule
`timescale 1ns / 1ps
module fsmClockCtrl(
    input slw_clk, rst,
    input S1, S2,       
    input S3,          
    input S4,          
    input S5,          
    input S6,          
    input S7,          
    input PB1,         
    output reg Buzzer,  
    output reg [5:0] minutes,
    output reg [4:0] hours,
    output reg [5:0] alarm_minutes,
    output reg [4:0] alarm_hours,
    output reg LED0, LED1
);
    localparam Time      = 2'b00,
               Set_time  = 2'b01,
               Set_alarm = 2'b10,
               Alarm     = 2'b11;
    reg [1:0] state;
    reg [5:0] seconds;
    reg time_led_counter;         
    reg [1:0] alarm_led_counter;  
    reg alarm_buzzer_counter;     
    reg prv_S5; 
    wire S5_edge;         
    assign S5_edge = S5 & ~prv_S5;
    always @ (posedge slw_clk or posedge rst) begin
        if (rst) begin 
            prv_S5 <= 0;
        end 
        else begin 
            prv_S5 <= S5;
        end 
    end   
    always @(posedge slw_clk or posedge rst) begin
        if (rst) begin
            state               <= Time;
            minutes             <= 6'd0;
            seconds             <= 6'd0;
            hours               <= 5'd0;
            alarm_minutes       <= 6'd0;
            alarm_hours         <= 5'd0;
            time_led_counter    <= 1'b0;
            alarm_led_counter   <= 2'd0;
            alarm_buzzer_counter<= 1'b0;
            LED0                <= 1'b0;
            LED1                <= 1'b0;
            Buzzer              <= 1'b0;
        end 
        else if (S6) begin
            state         <= state;    
            minutes       <= minutes;
            seconds       <= seconds;
            hours         <= hours;
            alarm_minutes <= alarm_minutes;
            alarm_hours   <= alarm_hours;
            LED0          <= 1'b0;
            LED1          <= 1'b0;
            Buzzer        <= 1'b0;
        end
        else begin
            case (state)
                Time: begin
                    if (seconds == 6'd59) begin
                        seconds <= 6'd0;
                        if (minutes == 6'd59) begin
                            minutes <= 6'd0;
                            hours <= (hours == 5'd23) ? 5'd0 : hours + 1; 
                        end 
                        else 
                            minutes <= minutes + 1;
                    end 
                    else begin
                        seconds <= seconds + 1;
                    end
                    time_led_counter <= ~time_led_counter;
                    LED0 <= (time_led_counter == 1'b0) ? 1'b1 : 1'b0;
                    LED1 <= 1'b1;
                    Buzzer <= 1'b0;
                    if (S1)
                        state <= Set_time;
                    else if (S2)
                        state <= Set_alarm;
                    else if ((minutes == alarm_minutes) && (hours == alarm_hours) && S5_edge)
                        state <= Alarm;
                    else
                        state <= Time;
                end
                Set_time: begin
                    LED0   <= 1'b0;
                    LED1   <= 1'b1;
                    Buzzer <= 1'b0;
                    if (S3 && S4) begin
                        minutes <= (minutes == 6'd59) ? 6'd0 : minutes + 1;
                        hours <= (hours == 5'd23) ?  5'd0 : hours + 1; 
                    end 
                    else if (S3 && !S4) 
                        minutes <= (minutes == 6'd59) ? 6'd0 : minutes + 1;
                    else if (!S3 && S4) 
                        hours <= (hours == 5'd23) ?  5'd0 : hours + 1; 
                    if (!S1)
                        state <= Time;
                    else
                        state <= Set_time;
                end
                Set_alarm: begin
                    LED0   <= 1'b1;
                    LED1   <= 1'b1;
                    Buzzer <= 1'b0;
                    if (S3 && S4) begin
                        alarm_minutes <= (alarm_minutes == 6'd59) ? 6'd0 : alarm_minutes + 1;
                        alarm_hours   <= (alarm_hours == 5'd23) ? 5'd0: alarm_hours + 1;
                    end 
                    else if (S3 && !S4) 
                        alarm_minutes <= (alarm_minutes == 6'd59) ? 6'd0 : alarm_minutes + 1;
                    else if (!S3 && S4) 
                        alarm_hours   <= (alarm_hours == 5'd23) ? 5'd0: alarm_hours + 1;
                    if (!S2)
                        state <= Time;
                    else
                        state <= Set_alarm;
                end
                Alarm: begin
                    alarm_led_counter <= alarm_led_counter + 1;   
                    LED0 <= (alarm_led_counter < 2'd3) ? 1'b1 : 1'b0;
                    LED1 <= 1'b1;
                    if (!S7) begin
                        alarm_buzzer_counter <= ~alarm_buzzer_counter;
                        Buzzer <= (alarm_buzzer_counter == 1'b0) ? 1'b1 : 1'b0;
                    end else begin
                        Buzzer <= 1'b0;
                    end
                    if (PB1)
                        state <= Time;
                    else
                        state <= Alarm;
                end
                default: state <= Time;
            endcase
        end
    end
endmodule
`timescale 1ns / 1ps
module sevenSegment #(parameter integer n = 100_000)(
    input clk, 
    input rst,
    input [7:0] display_minutes,
    input [7:0] display_hours,
    output reg [7:0] seg_7_display,
    output reg [7:0] active_low_anode
);
    reg [$clog2(n)-1:0] digit_count;
    reg [2:0] digit_for_display;
    reg [3:0] disp_val;  
    always @(posedge clk or posedge rst) begin
        if (rst) begin
            digit_count <= 0;
            digit_for_display <= 0;
        end else if (digit_count == n-1) begin
            digit_for_display <= digit_for_display + 1;
            digit_count <= 0;
        end else begin
            digit_count <= digit_count + 1;
        end
    end
    always @(*) begin
        case (digit_for_display)
            3'b000: active_low_anode = 8'b1111_1110;
            3'b001: active_low_anode = 8'b1111_1101;
            3'b010: active_low_anode = 8'b1111_1011;
            3'b011: active_low_anode = 8'b1111_0111;
            default: active_low_anode = 8'b1111_1111;  
        endcase
    end
    always @(*) begin
        case (digit_for_display)
            3'b000: disp_val = display_minutes[3:0];
            3'b001: disp_val = display_minutes[7:4];
            3'b010: disp_val = display_hours[3:0];
            3'b011: disp_val = display_hours[7:4];
            default: disp_val = 4'b0;
        endcase
    end
    always @(*) begin
        case (disp_val)
            4'b0000: seg_7_display = 8'b1100_0000;  
            4'b0001: seg_7_display = 8'b1111_1001;  
            4'b0010: seg_7_display = 8'b1010_0100;  
            4'b0011: seg_7_display = 8'b1011_0000;  
            4'b0100: seg_7_display = 8'b1001_1001;  
            4'b0101: seg_7_display = 8'b1001_0010;  
            4'b0110: seg_7_display = 8'b1000_0010;  
            4'b0111: seg_7_display = 8'b1111_1000;  
            4'b1000: seg_7_display = 8'b1000_0000;  
            4'b1001: seg_7_display = 8'b1001_0000;  
            default: seg_7_display = 8'b1100_0000;  
        endcase
    end
endmodule
`timescale 1ns / 1ps
module topModule (
    input clk, rst,
    input S1, S2,  
    input S3,  
    input S4,  
    input S5,  
    input S6,  
    input S7,  
    input PB1,  
    output Buzzer,  
    output LED0, LED1,
    output wire [7:0] seg_7_display,
    output wire [7:0] active_low_anode
);
    wire slw_clk;
    wire [5:0] minutes;
    wire [4:0] hours;
    wire [5:0] alarm_minutes;
    wire [4:0] alarm_hours;
    wire [7:0] bcd_minutes;
    wire [7:0] bcd_hours;
    wire [7:0] alarm_bcd_minutes;
    wire [7:0] alarm_bcd_hours;
    wire [7:0] display_minutes;
    wire [7:0] display_hours;
    clkDivider clock_divider (
        .clk(clk),
        .rst(rst),
        .slw_clk(slw_clk)
    );
    fsmClockCtrl fsm_time_ctrl (
        .slw_clk(slw_clk),
        .rst(rst),
        .S1(S1),
        .S2(S2),
        .S3(S3), 
        .S4(S4),
        .S5(S5), 
        .S6(S6), 
        .S7(S7), 
        .PB1(PB1), 
        .Buzzer(Buzzer),
        .minutes(minutes),
        .hours(hours),
        .alarm_minutes(alarm_minutes),
        .alarm_hours(alarm_hours),
        .LED0(LED0),
        .LED1(LED1)
    );
    binaryBCD binary_to_BCD (
         .minutes(minutes),
         .hours(hours),
         .alarm_minutes(alarm_minutes),
         .alarm_hours(alarm_hours),
         .bcd_minutes(bcd_minutes),
         .bcd_hours(bcd_hours),
         .alarm_bcd_minutes(alarm_bcd_minutes),
         .alarm_bcd_hours(alarm_bcd_hours)
         );
    assign display_minutes = (S2) ? alarm_bcd_minutes : bcd_minutes;
    assign display_hours = (S2) ? alarm_bcd_hours : bcd_hours;
    sevenSegment dsp_ctrl_unit (
        .clk(clk),
        .rst(rst),
        .display_minutes(display_minutes),
        .display_hours(display_hours),
        .seg_7_display(seg_7_display),
        .active_low_anode(active_low_anode)                   
    );
endmodule
==> /design/flow/run.sh <==
#!/bin/bash
# OpenROAD 26Q1-2900-gdf79404cd8, Yosys 0.63+post, stock flow scripts
make -C /OpenROAD-flow-scripts/flow DESIGN_CONFIG=/design/flow/config.mk WORK_HOME=/design/flow/orfs finish
==> /design/flow/config.mk <==
export PLATFORM = sky130hd
export DESIGN_NAME = topModule
export DESIGN_NICKNAME = topModule
export VERILOG_FILES = /design/flow/design.v
export SDC_FILE = /design/flow/constraint.sdc
export NUM_CORES = 4
export LEC_CHECK = 1
export CORE_UTILIZATION = 50
==> /design/flow/constraint.sdc <==
current_design topModule

set clk_period 3.8
set clk_io_pct 0.2

create_clock -name clk0 -period $clk_period [get_ports {clk}]

set non_clock_inputs [all_inputs -no_clocks]
set_input_delay [expr $clk_period * $clk_io_pct] -clock clk0 $non_clock_inputs
set_output_delay [expr $clk_period * $clk_io_pct] -clock clk0 [all_outputs]
==> results.cfg <==
; yosys + openroad results
[sta]
unclocked_regs = 40
final_max_slew_viol_count = 0
hold_violations = 0
layout_min_cycle_time_ns = 3.67
slew_headroom_pct = 43.3
skew_ns = 0.00437
layout_setup_ws_ns = 0.132
fin_tns_setup_ns = 0
fmax_mhz = 273
fin_crit_sh_pct = 96.5
hold_slack_ns = 0.453
unconstrained_endpoints = 43
setup_violations = 0
worstMarginPinSlew_ns = 0.839

[cells_and_area]
n_fill_cell = 1029
register_area_sq_mm = 0.00218
comb_area_sq_mm = 0.00371
area_delta_synth_final_pct = 10.8
drive_gt1_share_pct = 11.8

[clocking]
worstSkewPairLatency_ns = 0.28
htreeDepth = 2
clk_pin_slew_worst_paths_ns = 0.06
cts_buffers = 5
cts_buffer_depth = 2
cts_tree = yes
cts-root-buf = clkbuf_16

[place]
dp_hpwl_microns = 9210
gp_congestion = 0.910
pre_cts_slack_ns = -0.322
io_buffers = 23

[routing]
num_vias = 4797
drt_pass1_iterations = 4
routed_via_density = 5.58
met3_wirelength_microns = 381
detail-route-antenna-nets = 0
first_iter_violations = 199
drc_errors = 0
diodes = 0
dr.max_layer_used = met4
wl_per_cell_microns = 14.3
wirelength_microns = 12300
met2_length_microns = 5650
wl_met1_microns = 6180

[die]
coreArea_sq_mm = 0.0120
num_rows = 40
boundaryPins = 29
die_w_microns = 113
die_area_sq_mm = 0.0127
fp_util_pct = 51.2
die_height_microns = 113

[power_and_ir_drop]
p_per_area_mw_per_mm2 = 146
power_leakage_nw = 3.08
vdd_drop_max_v = 0.000403
p_total_mw = 0.993

[logic_synthesis]
synth-main-ff-cell = dfrtp_1
yosysChipArea_sq_mm = 0.00612
synthArstFlopShare_pct = 100
yosys-stat-cells = 683
netlist_area_sq_mm = 0.00612
syn_inst = 683
avgSynthCellArea_sq_um = 8.96
enable_flop_cells = 0
yosys_warnings = 4
ys_types = 83
postSynthSeqShare_pct = 35.6
ys_ff = 87

[worst_setup_path]
endpoint_kind = output pin
path_cells = ha_2 > ha_4 > o211ai_1 > o21ai_1 > nor3b_2 > o21ai_1 > a211o_1 > nor2b_4 > inv_2 > ha_4 > inv_4 > mux2i_1 > nor2_1 > clkdlybuf4s50_1
path_max_fanout = 4
setup.worst_path.class = reg -> out
cp_num_buf_inv = 3
max_stage_delay_ns = 0.46
crit_arrival_ns = 2.91
critPathLaunchType = register
cp.required_ns = 3.04
critPathTopFamily = buffers and inverters
cpMaxStageDelayCell = clkdlybuf4s50_1
rrSetupSlack_ns = 1.26

[status]
status = complete, no violations

[run]
warnings = 43
cap_viol_max_count = 0

[hold_path]
hp-class = reg -> reg

[global_routing]
antenna_found_initial = 0
grt_max_degree = 41
grt.overflow.total = 0
grt_pass1_vias = 4452
grt_first_pass_wirelength_microns = 21100
grt_use_total_pct = 20.9
report_power, final:
group	switching, mW	total [mW]	internal (mW)	leakage (nW)
Sequential	0	0.500	0.500	1.15
Combinational	0.0439	0.0819	0.0380	1.86
Clock	0.171	0.411	0.240	0.0733
flip-flops by register name, indices dropped and copies added (netlist names), 3 cells and up:
| signal | flops |
|---|---|
| fsm_time_ctrl.state | 4 |
| fsm_time_ctrl.seconds | 6 |
| clock_divider.cnt_tmp | 26 |
| fsm_time_ctrl.hours | 5 |
| fsm_time_ctrl.minutes | 6 |
| fsm_time_ctrl.alarm_minutes | 6 |
| dsp_ctrl_unit.digit_count | 17 |
| dsp_ctrl_unit.digit_for_display | 3 |
| fsm_time_ctrl.alarm_hours | 5 |
synthesized netlist by cell type, types with 9 or more instances:
cell type | count | share of area (%)
nand2_1 | 55 | 3.4
buf_4 | 9 | 1.1
nand4_1 | 11 | 1.1
inv_1 | 36 | 2.2
dfrtp_1 | 86 | 35
a21oi_1 | 21 | 1.7
nor2_1 | 74 | 4.5
xnor2_1 | 28 | 4.0
nand3_1 | 37 | 3.0
and3_1 | 12 | 1.2
nor3_1 | 11 | 0.90
clkbuf_1 | 13 | 0.80
nor2b_1 | 11 | 1.1
o21ai_0 | 39 | 3.2
xor2_1 | 38 | 5.4
ha_1 | 40 | 8.2
mux2i_1 | 11 | 1.8
cell families (layout without fill, tap and decap cells):
logic type,count (synthesis),in the layout,share of synthesized area [%]
adder cells (fa/ha/maj),40,40,8.17
XOR/XNOR,66,66,9.44
AND/OR/NAND/NOR,260,260,21.4
other,1,5,0.0613
buffers and inverters,69,95,5.74
flip-flops,87,87,35.6
multiplexers,20,20,3.92
AND-OR/OR-AND,140,140,15.7
layer usage:
metal  GRT usage (%)  up-vias
li1                -     2448
met5               0        -
met3            2.04        6
met2            33.0       69
met1            33.7     2274
met4            1.51        0
area by class of cell:
cell class / count / share of cell area, %
flip-flops and latches: 87 / 32.1
well taps: 147 / 2.71
clock inverters: 3 / 0.221
multi-input cells: 531 / 54.7
clock buffers: 5 / 1.84
inverters: 38 / 2.16
repair buffers: 49 / 6.27
metrics by stage:
stage          instance area [sq um]  cells  utilization [%]
2_1_floorplan                   6140    687                -
3_3_place_gp                    6470    843             54.1
3_5_place_dp                    6470    843             54.1
4_1_cts                         6670    853             55.8
5_1_grt                         6780    860             56.7
6_report                        6780    860             56.7
worst reg2reg max path: cells and delay by family (launching register included):
kind	cells	cell delay [ns]
and+or+nand+nor	5	1.78
DFF	1	0.41
AOI/OAI and AO/OA	2	0.24
path summary, 6_finish.rpt:
check	start	to	depth (start not counted)
max	dsp_ctrl_unit.digit_for_display[0]$_DFFE_PP0N_	seg_7_display[3]	14
max in group asynchronous	rst	dsp_ctrl_unit.digit_for_display[2]$_DFFE_PP0N_	3
min reg2reg	clock_divider.cnt_tmp[0]$_DFF_PP0_	clock_divider.cnt_tmp[0]$_DFF_PP0_	1
min in group asynchronous	rst	clock_divider.cnt_tmp[20]$_DFF_PP0_	2
max reg2reg	dsp_ctrl_unit.digit_count[13]$_DFF_PP0_	dsp_ctrl_unit.digit_count[10]$_DFF_PP0_	7
min	clock_divider.cnt_tmp[0]$_DFF_PP0_	clock_divider.cnt_tmp[0]$_DFF_PP0_	1
timing repair:
action,CTS,global route
gates resized,16,20
endpoints found under the setup margin,7,5
hold buffers,0,0
cloned,0,0
buffers inserted,2,7
pin swaps,6,5
cells in the final DEF, fill, tap and decap left out, drive strengths merged, types with 4 or more instances in the layout:
cell type,Yosys,layout
nor2b,11,11
nor3,12,12
mux2i,14,14
nand2b,5,5
nand4,11,11
conb,1,5
a31oi,8,8
clkbuf,17,6
or2,4,4
xor2,38,38
buf,14,26
nand2,55,55
o211ai,8,8
a311oi,5,5
a211oi,4,4
dfrtp,86,86
clkinv,1,5
nor2,74,74
o22ai,5,5
and3,12,12
or3,7,7
clkdlybuf4s50,0,20
a21oi,24,24
nand3,38,38
and2,8,8
o31ai,5,5
xnor2,28,28
o221ai,4,4
ha,40,40
mux2,6,6
o21ai,41,41
nor4,5,5
inv,37,36
a21o,7,7
No activity file was given, so power comes from the tool's default toggle rates.
